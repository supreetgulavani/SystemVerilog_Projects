==> design/flow/design.v <==
module BarrelShifter(In, ShiftAmount, ShiftIn, Out);
parameter WIDTH = 32;
input logic [WIDTH-1:0] In;
input logic [4:0] ShiftAmount;
input logic ShiftIn;
output logic [WIDTH-1:0] Out;
wire [WIDTH-1:0] In1, a, a1, b, b1, c, c1, d, d1;
Mux m0 (In, In1, ShiftAmount[4], a);
Mux m1 (a, a1, ShiftAmount[3], b);
Mux m2 (b, b1, ShiftAmount[2], c);
Mux m3 (c, c1, ShiftAmount[1], d);
Mux m4 (d, d1, ShiftAmount[0], Out);
assign In1 = (In << 16) | {16{ShiftIn}};  
assign a1 = (a << 8) | {8{ShiftIn}}; 
assign b1 = (b << 4) | {4{ShiftIn}}; 
assign c1 = (c << 2) | {2{ShiftIn}}; 
assign d1 = (d << 1) |  ShiftIn ; 
endmodule
module Mux (D0, D1, S, Y);
	parameter WIDTH = 32;
	input logic [WIDTH-1:0] D0, D1;
	input logic S;
	output logic [WIDTH-1:0] Y;
	assign #5 Y = (S == 0) ? D0 : D1;
endmodule
==> design/flow/run.sh <==
#!/bin/bash
# OpenROAD 26Q1-2900-gdf79404cd8, Yosys 0.63+post, stock flow scripts
make -C /OpenROAD-flow-scripts/flow DESIGN_CONFIG=/design/flow/config.mk WORK_HOME=/design/flow/orfs finish
==> design/flow/config.mk <==
export PLATFORM = sky130hd
export DESIGN_NAME = BarrelShifter
export DESIGN_NICKNAME = BarrelShifter
export VERILOG_FILES = /design/flow/design.v
export SDC_FILE = /design/flow/constraint.sdc
export NUM_CORES = 4
export LEC_CHECK = 1
export CORE_AREA = 10 10 110 110
export DIE_AREA = 0 0 120 120
==> design/flow/constraint.sdc <==
current_design BarrelShifter

set clk_period 3.4
set clk_io_pct 0.2

create_clock -name clk0 -period $clk_period

set non_clock_inputs [all_inputs -no_clocks]
set_input_delay [expr $clk_period * $clk_io_pct] -clock clk0 $non_clock_inputs
set_output_delay [expr $clk_period * $clk_io_pct] -clock clk0 [all_outputs]
==> results.txt <==
yosys + openroad results -> Reg power frac 0%, Via density 5.200, Tightest Hold Check Type input port to primary output, combinational group share of total power 100.0%, Worst-Margin Slew 0.3652 ns, ys cells 322, Synth area leader mux2i_1, Sw Pwr 0.2780 mW, ANT nets after route 0, CP top delay family buffers and inverters, YS chip area 0.002245 mm^2, CLK BUF 0, met2 wire length 5276 um, FFs & Latches 0, initial antenna violation count 0, WL final 11180 um, max incr delay on CP 0.43 ns, OpenROAD warning count 32, die area 0.01440 mm^2, Worst Setup End Kind primary output, post-layout period usage 97.77%, Hold Fails Final Rpt 0, Mapped Cells 322, Top-area cell share 16.05%, wire length per cell 18.94 um, Hold Path Depth 4, Max FO, Critical Path 2, setup slack at placement -0.1995 ns, Startpoint Class input port, count of final setup violators 0, Mapped Avg Cell Area 6.971 um^2, drt pass-1 iters 4, Clock Power Share 0%, Highest Signal Layer met4, Area Growth Syn to Fin 70.57%, Hold Slack 2.333 ns, Pwr per Cell Area 163.9 mW/mm^2, GRT Util Overall 15.19%, hpwl dp 9330 um, Setup CP Type input port to primary output, worst-path cell chain clkdlybuf4s50_1, buf_4, mux2i_1, o22a_1, o21ai_0, buf_4, o22ai_2, o221ai_2, clkdlybuf4s50_1, cell row count 36, vias in the first global route 3110, Non-Filler Instances 590, FMAX 0.3008 GHz, beginning of the critical path In[18], status completed, Critical path buffers and inverters 4, fp_density 22.96%, Tmin final 3.324 ns, Slew Limit Fails 0, post-synthesis cell area 0.002245 mm^2, first-pass GRT wire length 17790 um, share of cells above drive strength 1 35.23%, CP max stage cell clkdlybuf4s50_1, synth warn 0, register share after synthesis 0%, Data required, critical path 2.72 ns, dpl cells 588, Max Cap Viol 0, Routability Congestion 1.029, area of the core 0.009774 mm^2, Antenna Cells 0, Iter 0 DRT Violations 198, WL met3 639 um, slack of the critical path 0.07584 ns, post-synth cell types 55, die width 120 um, VDD IR max 0.06575 mV, switching part of the total 44.29%, cts hold-fix bufs 0, Int Power 0.3497 mW, largest net degree at the start of global routing 33, Die Span Y 120 um, Core Util, Final 39.17%, Hold Startpoint ShiftAmount[0], DRT met1 WL 4981 um, Register Area 0 um^2, arrival time worst endpoint 2.64 ns, slew margin rel. 75.40%, DRC 0, PortBufs 70, WP depth 9, via count 3068, # IOs 70, Leak Pwr 1.645 nW, gr ovfl total 0, largest cells by area after synthesis mux2i_1, mux2_2, nor2_1
cell type report:
cell class / count / area [um^2]
repair buffers: 167 / 1458
inverters: 4 / 15.01
multi-input cells: 286 / 2190
fillers: 1022 / 5946
well taps: 133 / 166.4
kinds of logic (layout without fill, tap and decap cells):
group | Yosys count | in the layout | synth area share (%)
AND-OR/OR-AND | 109 | 109 | 33.11
multiplexers | 70 | 70 | 35.79
buffers and inverters | 36 | 171 | 8.305
AND/OR/NAND/NOR | 107 | 107 | 22.80
routing by layer:
metal / GRT usage (%) / up-vias
met2: 24.97 / 113
met1: 20.86 / 1431
met3: 2.047 / 14
met5: 0 / -
li1: - / 1510
met4: 2.941 / 0
power groups by stage:
stage     registers, mW  logic [mW]  clock network (mW)
6_report              0       0.628                   0
5_1_grt               0       0.680                   0
4_1_cts               0       0.611                   0
path summary, 6_finish.rpt:
check,slack (ns),end
worst max-delay path,0.08,Out[20]
worst min-delay path,2.33,Out[10]
metrics by stage:
stage           TNS, ns  cell area, um^2  total power, mW
6_report              0             3829           0.6277
5_1_grt        -0.01461             3829           0.6801
4_1_cts               0             3717           0.6111
3_5_place_dp     -4.146             3676           0.6001
3_3_place_gp     -4.564             3676           0.6069
2_1_floorplan         0             2245           0.2655
synth_stat cells, types with 2 or more instances:
master and number:
a211oi_1 5, a21oi_1 21, a22oi_1 2, a31oi_1 3, a32oi_1 3, and2_1 4, buf_1 2, buf_2 11
buf_4 6, buf_6 2, clkbuf_1 11, clkinv_1 3, mux2_2 26, mux2_4 4, mux2i_1 36, mux4_2 3
nand2_1 27, nand2b_1 6, nand3_1 8, nor2_1 34, nor2b_1 7, nor3_1 12, nor3b_1 2, o211ai_1 7
o21a_1 2, o21ai_0 19, o21ai_1 2, o21bai_1 2, o221ai_1 10, o22a_1 4, o22ai_1 14
cells in the final DEF, fill, tap and decap left out, types with 5 or more instances in the layout:
master	n
nor3_1	11
mux2_4	13
mux2i_1	35
clkdlybuf4s50_1	51
a211oi_1	5
mux2_2	17
buf_4	92
o21ai_1	5
dlygate4sd2_1	9
nand2b_1	5
a21oi_1	21
o211ai_1	7
nand2_1	27
o22ai_1	12
nor2_1	34
nand3_1	8
nor2b_1	6
dlymetal6s2s_1	5
o221ai_1	7
o21ai_0	14
timing repair:
| action | 4_1_cts | 5_1_grt |
|---|---|---|
| gates resized | 23 | 32 |
| pin swaps | 4 | 4 |
| buffers inserted | 2 | 0 |
| endpoints found under the hold margin | 0 | 0 |
| setup endpoints to repair | 31 | 25 |
| gates cloned | 0 | 0 |
Power is estimated from default activity; no workload was simulated.
