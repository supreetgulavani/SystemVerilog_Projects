**run.sh**
```bash
#!/bin/bash
# OpenROAD 26Q1-2900-gdf79404cd8, Yosys 0.63+post, stock flow scripts
make -C /OpenROAD-flow-scripts/flow DESIGN_CONFIG=/design/flow/config.mk WORK_HOME=/design/flow/orfs finish
```
**config.mk**
```make
export PLATFORM = sky130hd
export DESIGN_NAME = BrailleDigits
export DESIGN_NICKNAME = BrailleDigits
export VERILOG_FILES = /design/flow/design.v
export SDC_FILE = /design/flow/constraint.sdc
export NUM_CORES = 4
export LEC_CHECK = 1
export CORE_AREA = 10 10 70 70
export DIE_AREA = 0 0 80 80
```
**constraint.sdc**
```tcl
current_design BrailleDigits

set clk_period 1.8
set clk_io_pct 0.2

create_clock -name clk0 -period $clk_period

set non_clock_inputs [all_inputs -no_clocks]
set_input_delay [expr $clk_period * $clk_io_pct] -clock clk0 $non_clock_inputs
set_output_delay [expr $clk_period * $clk_io_pct] -clock clk0 [all_outputs]
```
**design.v**
```verilog
module BrailleDigits(BCD,w,x,y,z);	
input [3:0] BCD;			
output w,x,y,z;
assign w = (BCD[3] ^ BCD[0]) | BCD[2] | BCD[1];
assign x = (BCD[3] & BCD[0]) | (BCD[2] & BCD[1]) | (BCD[1] & BCD[0]) | (~BCD[3] & ~BCD[1] & ~BCD[0]);
assign y = (BCD[2] & BCD[0]) | (~BCD[1] & ~BCD[0]);
assign z =  BCD[3] | (BCD[2] & BCD[1]) | (~BCD[2] & ~BCD[0]);
endmodule
```
==> results.sh <==
# source this file to load flow results
export IMPL_cp_cell_sequence="buf_2 -> ha_4 -> or4b_1 -> o31a_1 -> buf_2"
export IMPL_die_area_sq_um=6400
export IMPL_p_leak_nw=0.0862
export IMPL_drv_cap=0
export IMPL_yosys_area_sq_um=71.3
export IMPL_clock_buffers=0
export IMPL_synth_seq_share_pct=0
export IMPL_antenna_cells=0
export IMPL_die_height_um=80
export IMPL_rsz0062_at_grt="no"
export IMPL_fp_util_pct=2.09
export IMPL_run_status="complete, no violations"
export IMPL_ant_nets=0
export IMPL_hpwl_um=285
export IMPL_grt_ovfl_total=0
export IMPL_ys_cells=10
export IMPL_synth_cell_types=10
export IMPL_finalCritPeriodShare_pct=96.2
export IMPL_setup_viol=0
export IMPL_syn_area_sq_um=71.3
export IMPL_whs_ns=1.11
export IMPL_placementRows=21
export IMPL_p_int_mw=0.0246
export IMPL_grt_usage_pct=1.02
export IMPL_syn_inst=10
export IMPL_yosysWarnings=0
export IMPL_tightest_slew_ns=0.139
export IMPL_n_sequential_cell=0
export IMPL_firstDrtPassIters=2
export IMPL_place_gp_congestion=0.720
export IMPL_fillCellCount=408
export IMPL_p_clk_share_pct=0
export IMPL_lay_top_cells="buf_2 (3), buf_4 (2), buf_6 (2)"
export IMPL_timing_critical_path_mode_cell="buf_2"
export IMPL_p_seq_share_pct=0
export IMPL_fin_crit_ns=1.73
export IMPL_grt_pass1_wl_um=572
export IMPL_logic_area_sq_um=83.8
export IMPL_portBuffers=8
export IMPL_synthToLayoutAreaGrowth_pct=239
export IMPL_max_slew_margin_pct=90.7
export IMPL_drc_errors=0
export IMPL_pwr_share_comb_pct=100.0
export IMPL_drive_gt1_share_pct=45.5
export IMPL_ios=8
export IMPL_crit_slowest_cell="or4b_1"
export IMPL_grt_max_degree=6
export IMPL_regArea_sq_um=0
export IMPL_top_area_share_pct=17.5
export IMPL_syn_area_per_cell_sq_um=7.13
export IMPL_drt_wl_total_um=352
export IMPL_required_ns=1.44
export IMPL_power_switching_mw=0.0126
export IMPL_cp_end_kind="output port"
export IMPL_routed_via_density=1.94
export IMPL_netSwitchingFraction_pct=33.8
export IMPL_fin_tns_setup_ns=0
export IMPL_ir_drop_mv=0.0131
export IMPL_dieWidth_um=80
export IMPL_grt_pass1_vias=131
export IMPL_yosys_area_top_type="ha_1"
export IMPL_power_density_nw_per_um2=154
export IMPL_dr_first_iter_drc_count=1
export IMPL_arrival_ns=1.37
export IMPL_max_freq_ghz=0.577
export IMPL_yosys_top_cells_area="ha_1 (18%), or4b_1 (14%), o31a_1 (12%), a21o_1 (11%), or2b_1 (11%)"
export IMPL_critPathMaxStageDelay_ns=0.51
export IMPL_critPathMaxFanout=2
export IMPL_warnings=33
export IMPL_coreArea_sq_um=3420
export IMPL_layout_cells_most_common="buf_2"
export IMPL_hp_class="input port to output port"
export IMPL_finalHoldViolCount=0
export IMPL_critical_path_class="input port to output port"
export IMPL_wire_per_inst_um=5.18
export IMPL_antenna_found_initial=0
export IMPL_startpoint_type="input port"
export IMPL_drv_slew=0
export IMPL_via_count=132
## final timing paths
kind | from | endpoint | slack [ns] | cells past startpoint
max | BCD[3] | x | 0.07 | 5
min | BCD[3] | z | 1.11 | 4
## cell type report
type,count,share of cell area (%)
Multi-Input combinational cell,10,34.7
Timing Repair Buffer,12,41.5
Tap cell,46,23.8
## power groups by stage
stage,registers [mW],logic [mW],clock network [mW]
4_1_cts,0,0.0383,0
5_1_grt,0,0.0426,0
6_report,0,0.0372,0
## cells in the mapped netlist
library cell / n
a21o_1: 1
ha_1: 1
nand2_1: 1
nand2b_1: 1
nor2_1: 1
o21ai_0: 1
o31a_1: 1
or2b_1: 1
or3_1: 1
or4b_1: 1
## worst max-delay path, delay by kind of cell
kind | cells | cell delay (ns)
simple gates | 1 | 0.51
buf+inv | 2 | 0.23
fa+ha+maj | 1 | 0.15
compound gates | 1 | 0.11
## kinds of logic (layout without fill, tap and decap cells)
family	after synthesis	after routing	synth area share, %
AND/OR/NAND/NOR	6	6	52.6
adder cells (fa/ha/maj)	1	1	17.5
AND-OR/OR-AND	3	3	29.8
buffers and inverters	0	12	0
## timing repair
item,4_1_cts,5_1_grt
setup buffers,0,0
pin swaps,3,1
cloned,0,0
endpoints found under the setup margin,4,2
resized,20,4
hold buffers,0,0
## metrics by stage
step | cell area (sq um) | util (%) | cells | setup WS, ns | total power, mW
6_report | 241 | 7.07 | 68 | 0.0683 | 0.0372
5_1_grt | 241 | 7.07 | 68 | 0.0206 | 0.0426
4_1_cts | 240 | 7.03 | 68 | -0.00151 | 0.0383
3_5_place_dp | 239 | 7.00 | 68 | -0.591 | 0.0405
3_3_place_gp | 239 | 7.00 | 68 | -0.580 | 0.0400
2_1_floorplan | 71.3 | - | 10 | 0.318 | 0.00772
## per-layer routing
layer  track usage, %  part of all wire, %  vias up
met5                0                    0        -
met4                0                    0        0
met3            0.341                   12        0
met2             1.69                   39        7
met1             1.32                   49       62
li1                 -                    -       63
Power is estimated from default activity; no workload was simulated.
